## design/flow/design.v

```verilog
module ALU(A,B,Op,S);
	input [15:0] A, B;
	input Op;
	output [15:0] S;
	wire w1,w2;
	ALU_8bits alu1(A[7:0],B[7:0],Op,S[7:0],1'b0,w1);
	ALU_8bits alu2(A[15:8],B[15:8],Op,S[15:8],w1,w2);
endmodule
module ALU_8bits(A,B,Op,S,Cin,Cout);
	input [7:0] A, B;
	input Op, Cin;
	output wire [7:0] S;
	output wire Cout;
	reg [8:0] c;
	assign S=c[7:0];
	assign Cout=c[8];
	always @(A,B,Op,Cin)
	begin
		if(Op)
			c <= A+B+Cin;
		else
			c <= A-B-Cin;
	end
endmodule
module AntiLoopD(entrada, enable, clk, saidaALD);
	input clk, enable;
	input [15:0] entrada;	 
	output reg [15:0] saidaALD;
always @(posedge clk)
	if(enable)
		saidaALD <= entrada;
endmodule
module AntiLoopM(entrada, contador, clk, saidaALM);
	input clk;
	input [15:0] entrada;
	input [7:0] contador;	 
	output reg [15:0] saidaALM;
always @(posedge clk)
	begin
		if(contador != 8'b0) begin
				saidaALM <= entrada; 
		end else
			saidaALM <= 16'b0;
	end
endmodule
module Controle(clk, FimA, FimB, FimC, FimResto, A, B, Quociente, Endereco, EnA, EnB, EnC, EnResto, ENALD, Op, SELM, SELD, contador, menor, resetResto);
input FimA, FimB, FimC, FimResto, clk;
input [15:0] A, B, Quociente;
output reg EnA, EnB, EnC, ENALD, EnResto, Op, SELM, SELD, menor, resetResto;
output reg [7:0] contador;
output reg [8:0] Endereco;
reg multp, DIV;
reg [2:0] state, next_state;
localparam s1=3'd0, s2=3'd1, s3=3'd2, s4=3'd3;
always @(*)
	case(state)
		s1: next_state<=s2;
		s2: next_state<=s3;
		s3: next_state<=s4;
		default: next_state<=s1;
	endcase
always @(negedge clk) begin
	if(FimA) begin
		case(state)
			s1: Endereco<=9'd0;
			s2: Endereco<=9'd2;
			s3: Endereco<=9'd4;
			default: Endereco<=9'd6;
		endcase
		EnA<=1'b0;
		EnB<=1'b1;
	end else
	if(FimB || multp) begin
		if((SELM==1'b0)&&(DIV==1'b0)) begin
			resetResto<=1'b1;
			EnB<=1'b0;
			EnC<=1'b1;
		end else begin
			if(SELM==1'b1) begin
				if(multp==1'b0) begin 
					if(B!=1'b0) begin contador<=B; multp<=1'b1; EnB<=1'b0; end
					else begin EnB<=1'b0; EnC<=1'b1; end
				end
					else begin
						contador <= contador - 8'b1;
					if(contador<8'd2) begin
						multp<=1'b0;
						resetResto<=1'b1;
						EnB<=1'b0;
						EnC<=1'b1;
					end
				end
			end  
			else begin
				if(((A==8'b0)||(A<B))&&(multp==1'b0)) begin
					contador<=8'd0;
					menor<=1'b1;
					SELD<=1'b1;
					multp<=1'b0;
					EnB<=1'b0;
					EnResto<=1'b1;
				end else
				if(multp==1'b0) begin 
					if((B!=1'b0)&&(Quociente>B)) begin contador<=8'd2; multp<=1'b1; EnB<=1'b0; end				
					else begin
						EnB<=1'b0; EnResto<=1'b1; contador<=8'd1;
						if(B==0) contador<=8'd0;
					end
				end
					else begin
						SELD<=1'b1;
						if(Quociente>=B)
							contador <= contador + 8'b1;
						else begin
							multp<=1'b0;
							ENALD<=1'b0;
							EnB<=1'b0;
							EnResto<=1'b1;
						end
				end
			end  
		end
	end else
	if(FimResto) begin
		EnResto<=1'b0;
		EnC<=1'b1;
		SELD<=1'b1;
	end else
	if(FimC) begin
		case(state)
			s1: begin Op<=1'b1; SELM<=1'b0; DIV<=1'b0; Endereco<=9'd1; end  
			s2: begin Op<=1'b0; SELM<=1'b0; DIV<=1'b0; Endereco<=9'd3; end  
			s3: begin Op<=1'b1; SELM<=1'b1; DIV<=1'b0; Endereco<=9'd5; end  
			default: begin Op<=1'b0; SELM<=1'b0; DIV<=1'b1; Endereco<=9'd7; end  
		endcase
		contador<=8'd0;
		resetResto<=1'b0;
		EnA<=1'b1;
		EnC<=1'b0;
		SELD<=1'b0;
		menor<=1'b0;
		ENALD<=1'b1;
		state<=next_state;
	end else begin
		state<=s1;
		EnC<=1'b1;
		multp<=1'b0;
		menor<=1'b0;
		ENALD<=1'b1;
	end
end
endmodule
module ROM (CLK, Endereco, Dados);
input CLK;
input [8:0] Endereco;
output reg [7:0] Dados;
reg [9:0] indice;
reg [7:0] temp[0:511];
initial begin
	temp[10'd0] <= 8'd50;
	temp[10'd1] <= 8'd43;
	temp[10'd2] <= 8'd33;
	temp[10'd3] <= 8'd25;
	temp[10'd4] <= 8'd15;
	temp[10'd5] <= 8'd50;
	temp[10'd6] <= 8'd255;
	temp[10'd7] <= 8'd50;
	indice = 9'd8;
	while(indice < 10'd512) begin
		temp[indice] = 8'hFF;
		indice = indice + 9'd1;
	end
end
always @(posedge CLK) begin
	Dados <= temp[Endereco];
end
endmodule
module RegResto(entrada, EnResto, clk, resetResto, FimResto, saidaResto);
	input clk, EnResto, resetResto;
	input [15:0] entrada;	 
	output reg FimResto;
	output reg [15:0] saidaResto;
always @(posedge clk) begin
	if(resetResto)
		saidaResto<=16'b0;
		else
			if (EnResto == 1'b1) begin
				saidaResto <= entrada; 
				FimResto <= 1'b1;
			end else
				FimResto<=1'b0;
end
endmodule
module SISTEMA_FINAL(clk, saida, saidaResto);
input clk;
output [15:0] saida, saidaResto;
wire clk, FimA, FimB, FimC, FimResto, EnA, EnB, EnC, EnResto, Op, SELM, SELD, menor, resetResto, ENALD;
wire [7:0] DadosRom, contador;
wire [8:0] Endereco;
wire [15:0] SaidaAlu, saida, ffal, ffald, A, B;
reg [15:0] SaidaMuxM, SaidaMuxD, SaidaMuxMenor, resultado;
Controle controle(clk, FimA, FimB, FimC, FimResto, A, B, SaidaAlu, Endereco, EnA, EnB, EnC, EnResto, ENALD, Op, SELM, SELD, contador, menor, resetResto);
ALU alu(SaidaMuxD, SaidaMuxM, Op, SaidaAlu);
ROM rom(clk, Endereco, DadosRom);
regA rega(DadosRom, EnA, clk, FimA, A);  
regA regb(DadosRom, EnB, clk, FimB, B);  
regC regc(resultado, EnC, clk, FimC, saida);  
AntiLoopD antiloopd (SaidaAlu, ENALD, clk, ffald);
AntiLoopM antiloopm (SaidaAlu, contador, clk, ffal);
RegResto regResto(SaidaMuxMenor, EnResto, clk, resetResto, FimResto, saidaResto);
always @(contador, ffal, SaidaAlu, SELD, SELM)
	if(SELD)
		resultado<=contador;
	else if(SELM)
			resultado<=ffal;
		else
			resultado<=SaidaAlu;
always @(A, ffald, SELD)
	if(SELD)
		SaidaMuxD<=ffald;
	else
		SaidaMuxD<=A;
always @(B, ffal, SELM)
	if(SELM)
		SaidaMuxM<=ffal;
	else
		SaidaMuxM<=B;
always @(A, SaidaAlu, menor)
	if(menor)
		SaidaMuxMenor<=A;
	else 
		SaidaMuxMenor<=SaidaAlu;
endmodule
module regA(entrada, EnA, clk, FimA, saidaA);
	input clk, EnA;
	input [7:0] entrada;	 
	output reg FimA;
	output reg [15:0] saidaA;
always @(posedge clk)
	begin
			if (EnA == 1'b1) begin
				saidaA <= {8'd0,entrada}; 
				FimA <= 1'b1;
			end else
				FimA<=1'b0;
	end
endmodule
module regC(entrada, EnC, clk, FimC, saidaC);
	input clk, EnC;
	input [15:0] entrada;	 
	output reg FimC;
	output reg [15:0] saidaC;
always @(posedge clk)
	begin
			if (EnC == 1'b1) begin
				saidaC <= entrada; 
				FimC <= 1'b1;
			end else
				FimC<=1'b0;
	end
endmodule
```

## design/flow/run.sh

```bash
#!/bin/bash
# OpenROAD 26Q1-2900-gdf79404cd8, Yosys 0.63+post, stock flow scripts
make -C /OpenROAD-flow-scripts/flow DESIGN_CONFIG=/design/flow/config.mk WORK_HOME=/design/flow/orfs finish
```

## design/flow/config.mk

```make
export PLATFORM = sky130hd
export DESIGN_NAME = SISTEMA_FINAL
export DESIGN_NICKNAME = SISTEMA_FINAL
export VERILOG_FILES = /design/flow/design.v
export SDC_FILE = /design/flow/constraint.sdc
export NUM_CORES = 4
export LEC_CHECK = 1
export CORE_UTILIZATION = 40
export SYNTH_HDL_FRONTEND = slang
```

## design/flow/constraint.sdc

```tcl
current_design SISTEMA_FINAL

set clk_period 8.5
set clk_io_pct 0.2

create_clock -name clk0 -period $clk_period [get_ports {clk}]

set non_clock_inputs [all_inputs -no_clocks]
set_input_delay [expr $clk_period * $clk_io_pct] -clock clk0 $non_clock_inputs
set_output_delay [expr $clk_period * $clk_io_pct] -clock clk0 [all_outputs]
```

==> results.txt <==
Notes from the flow run.

Clocking:
- The tree is rooted in a clkbuf_16.
- The run gives the post-CTS clock slew at the launch and capture registers of the worst setup and hold paths as 0.05 ns.
- The run gives the number of buffers inserted during clock tree synthesis as 17.
- The run gives the CTS tree as yes.
- At the later pin of the worst-skew pair, clock insertion delay measures 0.45 ns.
- The run puts the number of buffers on the longest clock path at 2.
- The run gives the number of H-tree branching levels as 4.
- The run gives the total number of clock tree sinks as 116.

Critical path:
- The run gives the largest fanout on the critical path as 4.
- STA puts the critical path data arrival time at 5.48 ns.
- The run gives the critical path class as flip-flop to flip-flop.
- For this design, the slowest cell found on the critical path is or4b_4.
- Traced cell by cell, the critical path runs through mux2i_4 > ha_4 > nor2_4 > a21oi_2 > inv_1 > fa_2 > inv_2 > a21oi_2 > o21bai_1 > a21o_1 > a21o_1 > a21o_1 > a21o_1 > xor2_1 > fa_2 > ha_4 > or4b_4 > o221a_1 > xnor2_1 > inv_1 > o32a_1 > or4_4 > a2111oi_4.
- The run gives the delay of the slowest critical-path stage as ~0.49 ns.
- The run gives the depth of the worst register-to-register path as 23.
- In this run the critical register-to-register path is launched from regb.saidaA[0].
- The required time at the worst endpoint is listed as 4.37 ns.
- The run puts the flop-to-flop setup slack at -1.11 ns.
- The worst setup path is launched from a flip-flop.
- In this run the critical register-to-register path is captured at controle.EnResto.
- In this design, the critical path's most frequently occurring cell is a21o_1.
- The worst setup path is captured at a flip-flop.

Logic synthesis:
- The run gives the post-synthesis sequential area ratio as 0.464.
- Per the synthesis report, the dominant area consumer among library cells is edfxtp_1.
- The run puts the number of synthesized flops with an enable pin at roughly 68.
- For this run, the number of Yosys warnings is 0.
- The run puts the fraction of registers with async set or reset after synthesis at 0.
- In the Yosys report the total cell count is 670.
- The run puts the flop and latch count out of synthesis at 116.
- The run gives the share of Yosys cell area claimed by the top area cell type as 0.315.
- The cell count after synthesis came out at roughly 670.
- Among all flip-flop cells after synthesis, the most frequent one is edfxtp_1.
- Each instance of the synthesized netlist takes up on average 9.67 sq um.
- The run gives the chip area estimate from yosys synthesis as 6480 sq um.
- The run puts the number of distinct library cell variants in the gate-level netlist after synthesis at 60.
- The main area contributors are edfxtp_1, dfxtp_1, ha_1.
- The run puts the synthesized area at 6480 sq um.

Routing:
- The run puts the count of nets left with antenna violations after detail routing at 0.
- The run gives the vias after detailed routing as 5,425.
- The run puts the number of diodes at 0.
- The run gives the via density per instance as 5.18.
- The run puts the sum of routed wire length over all layers at 16.8 mm.
- The run gives the post-route DRC violation count as 0.
- The run gives the length of the first detailed-routing pass in iterations as 5.
- The run gives the wire length per cell after detailed routing as 16.0 microns.
- The run puts the DRC violation total after the first TritonRoute iteration at 415.

Cells and area:
- Per the layout area report, the register area comes to 3000 sq um.
- Leaving out buffers and inverters, the combinational logic in the layout accounts for ~3500 sq um.
- The run puts the number of standard cells in the layout, taps in and fillers out at 1,047.
- Per the layout report, the design carries 1,252 filler cells.
- The run gives the cell area after layout as approximately 8800 sq um.
- Between the synthesized netlist and the finished layout, the area growth was recorded as 35.7%.
- The run gives the share of final-layout standard cells stronger than drive strength 1 as 0.250.

Floorplanning:
- In this run the horizontal extent of the chip is about 130 microns.
- The vertical die dimension reported for this design is 129 microns.
- The run puts the total I/O pin count at 33.
- The initialized floorplan defines 46 standard-cell rows.
- The run gives the fraction of the core area occupied by cells at floorplan as 0.409.
- The chip occupies between 15,000 and 20,000 sq um.
- The run gives the standard cell core area as 15,800 sq um.

Pwr:
- The share of total power dissipated in sequential elements is 0.435.
- The run puts the power density relative to cell area at 154 nW/um^2.
- The run puts the switching power as a share of total power at 0.227.
- The run puts the internal power of the cells at 0.00105 W.
- The run gives the share of total power in the clock network as 0.565.
- The run puts the peak ir drop on the vdd network at 0.000130 V.
- The run puts the combinational share of power at 0.
- The run gives the switching power as between 0.0003 and 0.0004 W.
- The leakage power in the latest report is around 3.6 nW.

Global route:
- The run gives the wire length of the first global-routing pass as 26.8 mm.
- The run gives the number of global-route vias before repair as 5,286.
- For met3 alone, demand over resource in global routing was 0.0580.
- The run gives the sum of overflow across all layers after global routing as 0.
- The run puts the total global routing track utilization at 0.219.
- The number of antenna violations at the first check in global routing was 0.
- The run gives the global routing met1 resource utilization as 0.315.
- Per the GRT log, the top usage layer is met2.
- The run gives the met2 usage in global routing as 0.338.
- The run gives the maximum number of pins on one net before global-route repair as 34.

Flow run:
- The run gives the total number of warnings across the stage logs as 64.
- The run puts the number of max-cap violations at 0.

Place:
- The run puts the post-detailed-placement cell area at 7700 sq um.
- Detailed placement ended at an HPWL of 11.8 mm.
- The detailed placer reported the number of placed instances as 972.
- RePlAce ended its routability-driven mode at a weighted congestion of 0.914.
- The run gives the tally of buffers added on design ports as 32.
- The run gives the setup slack after placement as -1.17 ns.

Final timing:
- The max-slew check reports its worst relative slack as 0.459.
- The run gives the setup slack of the critical path after layout as -1.11 ns.
- Counting endpoints that fail hold in the final report gives 0.
- The run gives the maximum clock skew at final layout as between 0.03 and 0.04 ns.
- The run gives the final-report setup violation count as 35.
- Setup total negative slack on the finished layout was measured at -23.27 ns.
- Setup repair after global routing could not meet its margin everywhere.
- Final hold analysis gives a worst-case slack of 0.442 ns.
- Per the final report, max-transition violations number 0.
- The run gives the transition time at the pin with the least slew margin as 0.811 ns.

Hold path:
- The launch point of the worst min-delay path is recorded as rom.Dados[6].
- The worst hold path belongs to the class flip-flop to flip-flop.
- Hold analysis shows the worst path with a depth of 0.
- The path with the worst hold slack has its endpoint at rega.saidaA[6].

Run status:
- The final reports fail on setup timing.
- The flow ran to the end, but the final reports show violations.
## per-stage QoR
step,utilization,total power [W]
after detailed placement,0.486,0.000620
final,0.555,0.00135
after global placement,0.486,0.000620
after floorplan,-,0.000620
after global routing,0.555,0.00140
after CTS,0.544,0.00136
## cells in the mapped netlist, types with 2 or more instances
cell type,n
a31oi_1,4
o21a_1,8
a211oi_1,6
and2_1,10
nor2_1,79
a21o_1,11
o211a_1,2
nand3b_1,3
nor2b_1,16
nor4_1,5
a221oi_1,2
xnor2_1,21
o21ai_0,26
or4_1,3
or2_2,4
clkbuf_1,22
dfxtp_1,48
xor2_1,12
nand3_1,11
o21bai_1,4
buf_1,4
nand4_1,4
ha_1,44
fa_1,5
o31ai_1,3
a21oi_1,53
and3_1,3
o22ai_1,2
nand2_1,51
nand2b_1,7
nor3_1,12
mux2_2,8
inv_1,60
nor4b_1,2
mux2i_1,14
o211ai_1,6
a21boi_0,3
or3_1,3
edfxtp_1,68
## per-layer routing
layer	vias up	routed length, microns
li1	2654	-
met5	-	0
met4	0	614
met1	2587	7390
met3	36	986
met2	148	7760
## power by group through the flow
| stage | clock, W | combinational (W) | sequential, W |
|---|---|---|---|
| after global routing | 0.000811 | 0.00000000201 | 0.000589 |
| after CTS | 0.000773 | 0.00000000193 | 0.000589 |
| final | 0.000765 | 0.00000000201 | 0.000589 |
## flip-flops by register name, summed over array words and instances (netlist names), 3 cells and up
| signal | flops |
|---|---|
| regc.saidaC | 16 |
| controle.Endereco | 3 |
| controle.state | 4 |
| controle.contador | 8 |
| regb.saidaA | 7 |
| antiloopd.saidaALD | 16 |
| rom.Dados | 7 |
| rega.saidaA | 7 |
| regResto.saidaResto | 16 |
| antiloopm.saidaALM | 16 |
## how the worst max path moves through the flow
stage                 cells past startpoint            from  slack, ns          endpoint
final                                    23  regb.saidaA[0]      -1.11  controle.EnResto
after global routing                     23  regb.saidaA[0]      -1.35  controle.EnResto
after CTS                                23  regb.saidaA[0]      -1.08  controle.EnResto
## cells in the final DEF, fill, tap and decap left out, types with 4 or more instances in the layout
master	count
buf_4	86
inv_1	81
nor2_1	74
edfxtp_1	68
nand2_1	48
dfxtp_1	48
ha_1	42
a21oi_1	35
clkdlybuf4s50_1	32
o21ai_0	26
xnor2_1	19
clkbuf_16	19
a21oi_2	17
nor2b_1	15
xor2_1	12
mux2i_1	12
nand3_1	11
a21o_1	11
nor3_1	11
and2_1	10
buf_6	10
mux2_2	8
nand2b_1	7
o21a_1	7
inv_2	6
o211ai_1	6
clkinv_4	6
a211oi_1	5
fa_2	5
or2_2	4
nand4_1	4
o21bai_1	4
nor2_2	4
## cell type report
class                   count  area share
well taps                 216      0.0307
clock buffers              19      0.0541
clock inverters            40      0.0255
multi-input cells         467       0.398
inverters                  60      0.0256
repair buffers            129       0.125
flip-flops and latches    116       0.342
## worst max-delay path, delay by kind of cell, from the launching register on
family / cells / cell delay [ns]
AND-OR/OR-AND: 10 / 1.84
AND/OR/NAND/NOR: 3 / 1.05
adder cells (fa/ha/maj): 4 / 1.00
flip-flops: 1 / 0.42
XOR/XNOR: 2 / 0.30
multiplexers: 1 / 0.23
buffers and inverters: 3 / 0.21
## logic make-up after synthesis
family,Yosys count,synth area share
AND-OR/OR-AND,144,0.143
XOR/XNOR,33,0.0446
buffers and inverters,87,0.0504
adder cells (fa/ha/maj),49,0.100
flip-flops,116,0.464
AND/OR/NAND/NOR,219,0.163
multiplexers,22,0.0355
## timing repair
action,in CTS,in global routing
cloned,0,0
hold buffers,0,0
gates resized,23,39
pin swaps,6,16
endpoints found under the setup margin,35,41
setup buffers,13,7
Power figures rest on the tool's default switching activity, not on a simulated workload.
